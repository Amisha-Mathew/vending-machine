File: constraint.sdc
current_design candy

set clk_period 1.7
set clk_io_pct 0.2

create_clock -name clk0 -period $clk_period [get_ports {clk}]

set non_clock_inputs [all_inputs -no_clocks]
set_input_delay [expr $clk_period * $clk_io_pct] -clock clk0 $non_clock_inputs
set_output_delay [expr $clk_period * $clk_io_pct] -clock clk0 [all_outputs]
File: config.mk
export PLATFORM = sky130hd
export DESIGN_NAME = candy
export DESIGN_NICKNAME = candy
export VERILOG_FILES = /design/flow/design.v
export SDC_FILE = /design/flow/constraint.sdc
export NUM_CORES = 4
export LEC_CHECK = 1
export CORE_AREA = 10 10 70 70
export DIE_AREA = 0 0 80 80
File: design.v
module candy(d,n,q, reset, clk, y);
output reg y;
input d,n,q;     
input clk;
input reset;
reg [2:0] cst, nst;
parameter S0 = 3'b000,
          S1 = 3'b001,
          S2 = 3'b010,
          S3 = 3'b011,
              S4 = 3'b100,
              S5 = 3'b101,
              S6 = 3'b110;
always @(cst or d or n or q)
 begin
 case (cst)
   S0: if (n== 1'b1 && d==1'b0 && q==1'b0)
            begin
         nst = S1;
             y=1'b0;
            end
      else if(n== 1'b0 && d==1'b1 && q==1'b0)
            begin
            nst=S2;
            y=1'b0;
            end
            else if(n== 1'b0 && d==1'b0 && q==1'b1)
            begin
            nst=S5;
            y=1'b0;
            end
             else
            begin
            nst = cst;
            y=1'b0;
            end
   S1: if (n== 1'b1 && d==1'b0 && q==1'b0)
            begin
         nst = S2;
             y=1'b0;
            end
      else if(n== 1'b0 && d==1'b1 && q==1'b0)
            begin
            nst=S3;
            y=1'b0;
            end
            else if(n== 1'b0 && d==1'b0 && q==1'b1)
            begin
            nst=S6;
            y=1'b0;
            end
             else
            begin
            nst = cst;
            y=1'b0;
            end
   S2:if (n== 1'b1 && d==1'b0 && q==1'b0)
            begin
         nst = S3;
             y=1'b0;
            end
      else if(n== 1'b0 && d==1'b1 && q==1'b0)
            begin
            nst=S4;
            y=1'b0;
            end
            else if(n== 1'b0 && d==1'b0 && q==1'b1)
            begin
            nst=S0;
            y=1'b1;
            end
             else
            begin
            nst = cst;
            y=1'b0;
            end
   S3: if (n== 1'b1 && d==1'b0 && q==1'b0)
            begin
         nst = S4;
             y=1'b0;
            end
      else if(n== 1'b0 && d==1'b1 && q==1'b0)
            begin
            nst=S5;
            y=1'b0;
            end
            else if(n== 1'b0 && d==1'b0 && q==1'b1)
            begin
            nst=S0;
            y=1'b1;
            end
             else
            begin
            nst = cst;
            y=1'b0;
            end
S4: if (n== 1'b1 && d==1'b0 && q==1'b0)
            begin
         nst = S5;
             y=1'b0;
            end
      else if(n== 1'b0 && d==1'b1 && q==1'b0)
            begin
            nst=S6;
            y=1'b0;
            end
            else if(n== 1'b0 && d==1'b0 && q==1'b1)
            begin
            nst=S0;
            y=1'b1;
            end
             else
            begin
            nst = cst;
            y=1'b0;
            end
S5: if (n== 1'b1 && d==1'b0 && q==1'b0)
            begin
         nst = S6;
             y=1'b0;
            end
      else if(n== 1'b0 && d==1'b1 && q==1'b0)
            begin
            nst=S0;
            y=1'b1;
            end
            else if(n== 1'b0 && d==1'b0 && q==1'b1)
            begin
            nst=S0;
            y=1'b1;
            end
             else
            begin
            nst = cst;
            y=1'b0;
            end
S6: if (n== 1'b1 && d==1'b0 && q==1'b0)
            begin
         nst =S0;
             y=1'b1;
            end
      else if(n== 1'b0 && d==1'b1 && q==1'b0)
            begin
            nst=S0;
            y=1'b1;
            end
            else if(n== 1'b0 && d==1'b0 && q==1'b1)
            begin
            nst=S0;
            y=1'b1;
            end
             else
            begin
            nst = cst;
            y=1'b0;
            end
   default: nst = S0;
  endcase
end
always@(posedge clk)  
begin
 if (reset)
   cst <= S0;
 else
   cst <= nst;
end
endmodule
File: run.sh
#!/bin/bash
# OpenROAD 26Q1-2900-gdf79404cd8, Yosys 0.63+post, stock flow scripts
make -C /OpenROAD-flow-scripts/flow DESIGN_CONFIG=/design/flow/config.mk WORK_HOME=/design/flow/orfs finish
==> results.env <==
SYNTH-EDFF-COUNT=0
DRT_FIRST_ITER_VIOLATIONS=25
SYN_INST=49
FINAL_HOLD_VIOL_COUNT=0
GRT_PASS1_WL_MICRONS=1545
IO-PIN-COUNT=6
TIMING.CRITICAL_PATH.FANOUT_MAX=5
TRITONCTS='built'
HP-START='cst[2]$_DFF_P_'
SIMPLE_GATE_SHARE=0.2381
VDD_DROP_MAX_mV=0.2542
SYNTH-COMPOUND-AREA-SHARE=0.2941
ROOT_BUFFER='sky130_fd_sc_hd__clkbuf_4'
MET2_WIRELENGTH_MICRONS=375
PATH_CLASS='in -> reg'
FINALCRITICALPERIOD_NS=1.551
SETUP_VIOL_COUNT_FINAL=0
WORST_PIN_SLEW_NS=0.2941
WORST-R2R-CELL-COUNT=4
VIASPERCELL=3.739
FILLERS=378
ANTENNA_CELLS=0
ENDPOINT_KIND='flop'
CLOCK_SKEW_NS=0.001851
SYNTHESIZED_CELL_AREA_SQ_UM=446.7
MUX_AREA_FRAC=0.02241
HTREE_NUM_LEVELS=1
WORST_MAX_SLEW_MARGIN_EXPRESSED_RELATIVE_TO_THE_LIMIT=0.8024
WHS_ENDPOINT='cst[2]$_DFF_P_'
MAX_CAP_VIOL_COUNT=0
CP_DATA_ARRIVAL_TIME_NS=1.68
POSTROUTEANTENNANETS=0
CLOCK_LATENCY_NS=0.25
ANTENNA_FOUND_INITIAL=0
CTS.REPAIR.RESIZED=0
AVGSYNTHCELLAREA_SQ_UM=9.116
ROWS=21
GLOBALROUTETOTALUTIL=0.02950
CTS_MADE_BUFFERS=3
LAYOUT-DRIVE-GT1-SHARE=0.2462
MIN_PATH_TYPE='reg -> reg'
GRT_START_MAX_NET_PINS=7
SYNTH_WARNINGS=1
DR.MAX_LAYER_USED='met4'
SYNTH.LARGEST_AREA_CELL='sky130_fd_sc_hd__dfxtp_1'
WORST_R2R_ENDPOINT='cst[0]$_DFF_P_'
WL_MET1_MICRONS=453
STATUS='completed'
GRT_SETUP_UNREPAIRED='no'
HIGHEST_CLOCK_RATE_MHz=644.9
SLEW_VIOLS_FINAL=0
RR_STARTPOINT='cst[6]$_DFF_P_'
FIRST_GLOBAL_VIAS=376
PLACE_WS_NS=-0.1050
PWR_DENSITY_CELL_nW_PER_UM2=639.0
TOP_CELLS_BY_AREA='sky130_fd_sc_hd__dfxtp_1 (31%), sky130_fd_sc_hd__a22oi_1 (10%), sky130_fd_sc_hd__nand2_1 (6.7%)'
CTS.REPORTEDPATHS.CLKPINSLEW_NS=0.05
CTS_BUFFER_DEPTH=2
DRT-PASS1-ITER-COUNT=4
POWER.LEAKAGE_uW=0.0002498
DIE_AREA_SQ_UM=6400
VIAS=415
DRT_WL_TOTAL_MICRONS=924
WORST_SETUP_START_KIND='primary input'
ADDER_AND_MAJORITY_CELL_FRACTION_OF_THE_SYNTHESIZED_AREA=0
PLACE.GP.CONGESTION=0.7909
DOMINANTREGCELLSYNTH='sky130_fd_sc_hd__dfxtp_1'
GRT-OVFL-TOTAL=0
HOLDPATHSTAGES=2
FINAL_UTIL=0.1842
TIMING.CRITICAL_PATH.REQUIRED_NS=1.83
OPENROAD.WARNINGS=25
DRCVIOLATIONCOUNT=0
PORT_BUFFERS=5
ASYNCSETRESETFLOPFRACSYNTH=0
NUMBER_OF_REGISTER_PINS_THAT_NO_CLOCK_REACHES=1
YS_CELLS=49
YOSYS.STAT.CHIPAREA_SQ_UM=446.7
NETLIST-CELL-TYPE-COUNT=22
POST_CTS.REPAIR.SETUP_BUFFERS=0
YOSYS-DOMINANT-COMB-FAMILY='AND-OR/OR-AND gates'
CORE-AREA_SQ_UM=3416
DR_WL_MET3_MICRONS=80
DIE_W_MICRONS=80
R2R_SETUP_SLACK_NS=0.60
TIMING.FINAL.WS_SETUP_NS=0.1493
COUNT_OF_ENDPOINTS_WITHOUT_A_TIMING_CONSTRAINT=2
CTS.HOLD.BUFFERS_ADDED=0
XOR_AREA_FRAC=0.03922
SYNTH_TOP_AREA_SHARE=0.3137
POST_DRT_WL_PER_CELL_MICRONS=8.324
PLACE_HPWL_MICRONS=743
AREA.GROWTH.SYNTH_TO_FINAL_PCT=40.90
HEIGHT_OF_THE_DIE_MICRONS=80
FINAL_CLOCK_PERIOD_UTILIZATION_BY_THE_WORST_PATH=0.9122
SYNTH.FF_LATCH_COUNT=8
INITIAL_UTILIZATION=0.1308
power breakdown:
group / internal, uW / total (uW) / leakage, uW / switching, uW
Combinational: 41.3 / 76.9 / 0.000170 / 35.6
Sequential: 173 / 181 / 0.0000646 / 7.58
Clock: 89.2 / 144 / 0.0000150 / 55.2
area by class of cell:
| class | instances | area [sq um] | share of cell area |
|---|---|---|---|
| clock buffer | 4 | 26.28 | 0.04175 |
| inverter | 2 | 7.507 | 0.01193 |
| multi-input combinational | 37 | 265.3 | 0.4215 |
| sequential | 8 | 155.1 | 0.2465 |
| tap | 46 | 57.56 | 0.09145 |
| timing repair buffer | 14 | 117.6 | 0.1869 |
critical path, stage by stage:
cell and delay, ns:
sky130_fd_sc_hd__clkdlybuf4s50_1 0.61, sky130_fd_sc_hd__xor2_1 0.26, sky130_fd_sc_hd__a221oi_4 0.12, sky130_fd_sc_hd__a221o_1 0.35
flip-flops by register name, summed over array words and instances (netlist names):
name,flops
cst,7
y,1
Yosys cell counts, types with 2 or more instances:
| master | n |
|---|---|
| sky130_fd_sc_hd__nand2_1 | 8 |
| sky130_fd_sc_hd__xor2_1 | 2 |
| sky130_fd_sc_hd__dfxtp_1 | 7 |
| sky130_fd_sc_hd__a22oi_1 | 6 |
| sky130_fd_sc_hd__o21ai_0 | 2 |
| sky130_fd_sc_hd__nor3_1 | 5 |
| sky130_fd_sc_hd__a221o_1 | 2 |
| sky130_fd_sc_hd__nand2b_1 | 2 |
| sky130_fd_sc_hd__inv_1 | 2 |
kinds of logic after synthesis:
kind of cell / count (synthesis)
mux: 1
xor+xnor: 2
flops: 7
latches: 1
compound gates: 15
buf+inv: 4
simple gates: 19
per-layer routing:
metal | track usage | up-vias
li1 | - | 216
met1 | 0.03622 | 186
met2 | 0.04013 | 11
met3 | 0.02273 | 2
met4 | 0.005282 | 0
met5 | 0 | -
worst max path at each step:
stage         startpoint              to  slack [ns]  cells past startpoint
finish                 n  cst[5]$_DFF_P_        0.15                      4
global route           n  cst[6]$_DFF_P_        0.07                      7
CTS                    n  cst[5]$_DFF_P_        0.16                      4
through the flow:
step	setup TNS, ns	instance area, sq um	std cells	hold WS [ns]	power, uW
finish	0	629.4	111	0.4694	402.2
global placement	-0.2880	603.1	107	0.4550	260.3
floorplan	0	446.7	49	0.4287	227.0
CTS	0	629.4	111	0.4730	408.0
global route	0	629.4	111	0.4955	432.4
detailed placement	-0.4607	603.1	107	0.4667	260.3
placed cells by master, fill, tap and decap left out:
cell type                         count
sky130_fd_sc_hd__o31a_1               1
sky130_fd_sc_hd__dlxtn_1              1
sky130_fd_sc_hd__o21ai_0              2
sky130_fd_sc_hd__nand2b_1             2
sky130_fd_sc_hd__a31oi_1              1
sky130_fd_sc_hd__nor2b_4              1
sky130_fd_sc_hd__a221oi_4             1
sky130_fd_sc_hd__xor2_1               2
sky130_fd_sc_hd__a22o_1               1
sky130_fd_sc_hd__clkbuf_4             3
sky130_fd_sc_hd__buf_4                9
sky130_fd_sc_hd__nor3_1               5
sky130_fd_sc_hd__o22ai_1              1
sky130_fd_sc_hd__and2b_2              1
sky130_fd_sc_hd__dfxtp_1              7
sky130_fd_sc_hd__nor2_1               1
sky130_fd_sc_hd__a22oi_1              6
sky130_fd_sc_hd__nand2_1              8
sky130_fd_sc_hd__inv_1                2
sky130_fd_sc_hd__a221o_1              2
sky130_fd_sc_hd__mux2i_1              1
sky130_fd_sc_hd__nor4_2               1
sky130_fd_sc_hd__clkbuf_1             1
sky130_fd_sc_hd__clkdlybuf4s50_1      5
Power is estimated from default activity; no workload was simulated.
