**flow/config.mk**
```make
export PLATFORM = sky130hd
export DESIGN_NAME = drink
export DESIGN_NICKNAME = drink
export VERILOG_FILES = /design/flow/design.v
export SDC_FILE = /design/flow/constraint.sdc
export NUM_CORES = 4
export LEC_CHECK = 1
export CORE_AREA = 10 10 70 70
export DIE_AREA = 0 0 80 80
```
**flow/constraint.sdc**
```tcl
current_design drink

set clk_period 1.7
set clk_io_pct 0.2

create_clock -name clk0 -period $clk_period [get_ports {clk}]

set non_clock_inputs [all_inputs -no_clocks]
set_input_delay [expr $clk_period * $clk_io_pct] -clock clk0 $non_clock_inputs
set_output_delay [expr $clk_period * $clk_io_pct] -clock clk0 [all_outputs]
```
**flow/design.v**
```verilog
module drink(d,n,q, reset, clk, y);
output reg y;
input d,n,q;     
input clk;
input reset;
reg [2:0] cst, nst;
parameter S0 = 3'b000,
          S1 = 3'b001,
          S2 = 3'b010,
          S3 = 3'b011,
              S4 = 3'b100,
              S5 = 3'b101,
              S6 = 3'b110;
always @(cst or d or n or q)
 begin
 case (cst)
   S0: if (n== 1'b1 && d==1'b0 && q==1'b0)
            begin
         nst = S1;
             y=1'b0;
            end
      else if(n== 1'b0 && d==1'b1 && q==1'b0)
            begin
            nst=S2;
            y=1'b0;
            end
            else if(n== 1'b0 && d==1'b0 && q==1'b1)
            begin
            nst=S5;
            y=1'b0;
            end
             else
            begin
            nst = cst;
            y=1'b0;
            end
   S1: if (n== 1'b1 && d==1'b0 && q==1'b0)
            begin
         nst = S2;
             y=1'b0;
            end
      else if(n== 1'b0 && d==1'b1 && q==1'b0)
            begin
            nst=S3;
            y=1'b0;
            end
            else if(n== 1'b0 && d==1'b0 && q==1'b1)
            begin
            nst=S6;
            y=1'b0;
            end
             else
            begin
            nst = cst;
            y=1'b0;
            end
   S2:if (n== 1'b1 && d==1'b0 && q==1'b0)
            begin
         nst = S3;
             y=1'b0;
            end
      else if(n== 1'b0 && d==1'b1 && q==1'b0)
            begin
            nst=S4;
            y=1'b0;
            end
            else if(n== 1'b0 && d==1'b0 && q==1'b1)
            begin
            nst=S0;
            y=1'b1;
            end
             else
            begin
            nst = cst;
            y=1'b0;
            end
   S3: if (n== 1'b1 && d==1'b0 && q==1'b0)
            begin
         nst = S4;
             y=1'b0;
            end
      else if(n== 1'b0 && d==1'b1 && q==1'b0)
            begin
            nst=S5;
            y=1'b0;
            end
            else if(n== 1'b0 && d==1'b0 && q==1'b1)
            begin
            nst=S0;
            y=1'b1;
            end
             else
            begin
            nst = cst;
            y=1'b0;
            end
S4: if (n== 1'b1 && d==1'b0 && q==1'b0)
            begin
         nst = S5;
             y=1'b0;
            end
      else if(n== 1'b0 && d==1'b1 && q==1'b0)
            begin
            nst=S6;
            y=1'b0;
            end
            else if(n== 1'b0 && d==1'b0 && q==1'b1)
            begin
            nst=S0;
            y=1'b1;
            end
             else
            begin
            nst = cst;
            y=1'b0;
            end
S5: if (n== 1'b1 && d==1'b0 && q==1'b0)
            begin
         nst = S6;
             y=1'b0;
            end
      else if(n== 1'b0 && d==1'b1 && q==1'b0)
            begin
            nst=S0;
            y=1'b1;
            end
            else if(n== 1'b0 && d==1'b0 && q==1'b1)
            begin
            nst=S0;
            y=1'b1;
            end
             else
            begin
            nst = cst;
            y=1'b0;
            end
S6: if (n== 1'b1 && d==1'b0 && q==1'b0)
            begin
         nst =S0;
             y=1'b1;
            end
      else if(n== 1'b0 && d==1'b1 && q==1'b0)
            begin
            nst=S0;
            y=1'b1;
            end
            else if(n== 1'b0 && d==1'b0 && q==1'b1)
            begin
            nst=S0;
            y=1'b1;
            end
             else
            begin
            nst = cst;
            y=1'b0;
            end
   default: nst = S0;
  endcase
end
always@(posedge clk)  
begin
 if (reset)
   cst <= S0;
 else
   cst <= nst;
end
endmodule
```
**flow/run.sh**
```bash
#!/bin/bash
# OpenROAD 26Q1-2900-gdf79404cd8, Yosys 0.63+post, stock flow scripts
make -C /OpenROAD-flow-scripts/flow DESIGN_CONFIG=/design/flow/config.mk WORK_HOME=/design/flow/orfs finish
```
==> impl_metrics.csv <==
group,metric,value,unit
outcome,outcome,"complete, no violations",
logic_synthesis,synth_top_area_share,31.4,%
logic_synthesis,yosys_cells,49,
pwr,p_int,0.000304,W
clock_network,cts-root-buf,"clkbuf_4",
logic_synthesis,syn_inst,49,
pwr,share_seq_of_total_power,45.0,%
worst_setup_path,cp_data_required_time,1.83,ns
worst_setup_path,crit_path_end_kind,"flip-flop",
worst_setup_path,r2r_end,"cst[0]",
place,gp_congestion,0.791,
worst_setup_path,worst-path-stages,4,
grt,grt_max_degree,7,
routing,drt-pass1-iter-count,4,
sta,post-route-min-period,1.55,ns
die,die.size.y,80,µm
logic_synthesis,synth.most_common_cell,"nand2_1",
place,io_buffer_count,5,
die,core-area,3420,µm²
grt,first_global_vias,376,
worst_setup_path,worstReg2RegStart,"cst[6]",
die,rows,21,
grt,grt-ovfl-total,0,
worst_setup_path,start_kind,"input port",
pwr,p_per_area,639,nW/µm²
sta,worstMarginPinSlew,0.294,ns
clock_network,cts-hold-fix-buffers,0,
worst_setup_path,critical_path_class,"input port to flip-flop",
die,io_pins,6,
worst_setup_path,cp_top_family,"buffers and inverters",
worst_setup_path,critPathMaxFanout,5,
grt,grt_pass1_wl,1550,µm
worst_setup_path,crit_chain,"clkdlybuf4s50_1 -> xor2_1 -> a221oi_4 -> a221o_1",
sta,max_freq,645,MHz
clock_network,cts_resized,0,
routing,vias,415,
job,warnings,25,
clock_network,cts_buffers,3,
pwr,p_leak,0.250,nW
worst_setup_path,critical_path.startpoint,"n",
logic_synthesis,yosys-top-cells-area,"dfxtp_1, a22oi_1, nand2_1",
routing,drt-total-wl,924,µm
place,hpwl,743,µm
worst_setup_path,reg2regPathDepth,4,
sta,untimed_endpoints,2,
clock_network,clkTransAtPathRegs,0.05,ns
place,dpl_cell_area,603,µm²
grt,grtUsageTotal,2.95,%
routing,routed_via_density,3.74,
final_layout,fill_cells,378,
job,drv_cap,0,
worst_setup_path,crit_arrival,1.68,ns
logic_synthesis,ys_warn_count,1,
routing,n_antenna_cell,0,
routing,ant_nets,0,
min_path,hold_class,"flip-flop to flip-flop",
routing,wl_per_cell,8.32,µm
final_layout,areaGrowthSynthToFinish,40.9,%
sta,finalHoldViolations,0,
die,dieArea,6400,µm²
final_layout,design_area,629,µm²
worst_setup_path,cp_slowest_cell,"clkdlybuf4s50_1",
pwr,switching_share,24.5,%
sta,setup_viol,0,
logic_synthesis,synthTopCellsByCount,"nand2_1, dfxtp_1, a22oi_1",
sta,unclocked_pins,1,
sta,fin_crit_sh,91.2,%
routing,initialDrtViolationCount,25,
logic_synthesis,ys_ff,8,
logic_synthesis,synthArstFlopShare,0,%
sta,slew_headroom,80.2,%
pwr,p_comb_share,19.1,%
logic_synthesis,syn_avg_cell_area,9.12,µm²
sta,setup_tns,0,ns
worst_setup_path,crit_buf_inv,1,
final_layout,drive_gt1_share,24.6,%
clock_network,htree_levels,1,
pwr,power_frac_clock,35.9,%
die,initCoreUtil,13.1,%
sta,grt_setup_unrepaired,"false",
worst_setup_path,crit_end,"cst[5]",
logic_synthesis,ys_types,22,
logic_synthesis,yosysChipArea,447,µm²
worst_setup_path,r2r_slack,0.60,ns
clock_network,postCtsSetupBuffers,0,
sta,finClkSkew,0.00185,ns
logic_synthesis,flop_cell,"dfxtp_1",
sta,slew_viol_final,0,
clock_network,cts_tree,"built",
logic_synthesis,syn_area,447,µm²
clock_network,insertion_delay,0.25,ns
routing,drc,0,
logic_synthesis,edf_count,0,
grt,antenna_found_initial,0,
worst_setup_path,critPathMaxStageDelay,0.61,ns
pwr,peakVddDrop,0.254,mV
clock_network,clockBufferDepth,2,
pwr,power.switching,0.0000984,W
logic_synthesis,largest_area_cell,"dfxtp_1",
die,die_x,80,µm
## sequential cells by signal, indices dropped and copies added, names as in the netlist
register / count
y: 1
cst: 7
## placed cells by master (no fill, tap or decap), types with 2 or more instances in the layout
cell / n
o21ai_0: 2
dfxtp_1: 7
a221o_1: 2
nand2b_1: 2
xor2_1: 2
nand2_1: 8
inv_1: 2
buf_4: 9
a22oi_1: 6
clkdlybuf4s50_1: 5
clkbuf_4: 3
nor3_1: 5
## power groups by stage
stage     Clock, W  Combinational [W]  Sequential, W
6_report  0.000144          0.0000769       0.000181
5_1_grt   0.000166          0.0000844       0.000181
4_1_cts   0.000150          0.0000772       0.000181
## per-layer routing
layer / GRT usage [%] / up-vias / wire [µm]
met5: 0 / - / 0
met4: 0.528 / 0 / 13
li1: - / 216 / -
met2: 4.01 / 11 / 375
met3: 2.27 / 2 / 80
met1: 3.62 / 186 / 453
## area by class of cell
type	instances	area (µm²)	area share [%]
multi-input combinational	37	265	42.1
sequential	8	155	24.7
timing repair buffer	14	118	18.7
tap	46	57.6	9.15
clock buffer	4	26.3	4.17
inverter	2	7.51	1.19
## stage by stage
step / utilization (%) / worst slack [ns] / total power (W) / std cells / hold WS, ns
floorplan: - / 0.432 / 0.000227 / 49 / 0.429
CTS: 18.4 / 0.156 / 0.000408 / 111 / 0.473
finish: 18.4 / 0.149 / 0.000402 / 111 / 0.469
global placement: 17.7 / -0.0857 / 0.000260 / 107 / 0.455
global route: 18.4 / 0.0698 / 0.000432 / 111 / 0.496
detailed placement: 17.7 / -0.105 / 0.000260 / 107 / 0.467
## kinds of logic (layout without fill, tap and decap cells)
family | count (synthesis) | count (layout) | share of synthesized area, %
AOI/OAI and AO/OA | 15 | 15 | 29.4
latches | 1 | 1 | 3.36
muxes | 1 | 1 | 2.24
DFF | 7 | 7 | 31.4
buffers and inverters | 4 | 20 | 5.88
and+or+nand+nor | 19 | 19 | 23.8
xor gates and xnor gates | 2 | 2 | 3.92
## worst min path at each step
stage                   from      to  cells after the start
final                 cst[2]  cst[2]                      2
after CTS             cst[2]  cst[2]                      2
after global routing  cst[1]  cst[1]                      2
## tightest hold or removal path, cell delays in order, from the launching register on
cell and delay, ns:
dfxtp_1 0.32, nand2_1 0.06, nand2_1 0.04
Power is estimated from default activity; no workload was simulated.
